[flow/design.v]
module alu 
#(
   parameter WIDTH = 32
)
(
   a,
   b,
   alucontrol,
   result,
   zero
);
input   [WIDTH - 1 : 0]  a;
input   [WIDTH - 1 : 0]  b;
input   [2:0]            alucontrol;
output  [WIDTH - 1 : 0]  result;
output                   zero;
wire    [WIDTH - 1 : 0]  s_wire;
wire    [WIDTH - 1 : 0]  input_buses [3 : 0];
wire    [WIDTH - 1 : 0]  result_wire;
assign zero           = ~|result_wire;            
assign result         = result_wire;
assign input_buses[0] = s_wire [WIDTH - 1 : 0];   
assign input_buses[1] = s_wire [WIDTH - 1 : 0];   
assign input_buses[2] = a & b;                    
assign input_buses[3] = a | b;                    
adder_n_subtractor #(
   .WIDTH   ( WIDTH )
) add_n_sub (
   .a       ( a ),
   .b       ( b ),
   .c       ( alucontrol[0] ),
   .s       ( s_wire )
);
mux_param #(
   .N     ( 4 ),
   .WIDTH ( WIDTH )
) alu_mux (
   .i     ( input_buses ),
   .s     ( alucontrol[1:0] ),
   .f     ( result_wire )
);
endmodule 
module adder 
#(
   parameter WIDTH = 32
)
(
   a,
   b,
   s
);
input   [WIDTH - 1 : 0]  a;  
input   [WIDTH - 1 : 0]  b;  
output  [WIDTH - 1 : 0]  s;  
assign s = a + b;
endmodule 
module adder_n_subtractor
#(
   parameter WIDTH = 32
)
(
   a,
   b,
   c,
   s
);
input   [WIDTH - 1 : 0]  a;    
input   [WIDTH - 1 : 0]  b;    
input                    c;    
output  [WIDTH - 1 : 0]  s;    
reg  [WIDTH - 1 : 0]     s_reg;
assign s = s_reg;
always @ (*)
begin
   case(c)
      1'b0: s_reg = a + b;
      1'b1: s_reg = b + ~a + 1;
      default: s_reg = 32'hxxxxxxxx; 
   endcase
end
endmodule 
module alu_decoder (
   opb5,
   funct3,
   funct7b5,
   aluop,
   alucontrol
);
input              opb5;
input       [2:0]  funct3;
input              funct7b5;
input       [1:0]  aluop;
output reg  [2:0]  alucontrol;
wire RtypeSub;
assign RtypeSub = funct7b5 & opb5;
always @(*)
begin
   case(aluop)
      2'b00: alucontrol = 3'b000;                   
      2'b01: alucontrol = 3'b001;                   
      default: case(funct3)
                  3'b000: if (RtypeSub)
                              alucontrol = 3'b001;  
                          else
                              alucontrol = 3'b000;  
                  3'b010: alucontrol = 3'b101;      
                  3'b110: alucontrol = 3'b011;      
                  3'b111: alucontrol = 3'b010;      
                  default: alucontrol = 3'bxxx; 
               endcase
   endcase
end
endmodule 
module ctrl_unit (
   op,
   funct3,
   funct7b5,
   zero,
   pcsrc,
   resultsrc,
   memwrite,
   alucontrol,
   alusrc,
   immsrc,
   regwrite
);
input   [6:0]   op;
input   [2:0]   funct3;
input           funct7b5;
input           zero;
output          pcsrc;
output          resultsrc;
output          memwrite;
output  [2:0]   alucontrol;
output          alusrc;
output  [1:0]   immsrc;
output          regwrite;
wire            Branch_wire;
wire     [1:0]  aluop_wire;
wire     [1:0]  resultsrc_wire;
assign pcsrc     = Branch_wire & zero;
assign resultsrc = resultsrc_wire[0];
alu_decoder alu_dec (
   .opb5        ( op[5] ),
   .funct3      ( funct3 ),
   .funct7b5    ( funct7b5 ),
   .aluop       ( aluop_wire ),
   .alucontrol  ( alucontrol )
);
main_decoder main_dec (
   .op          ( op ),
   .branch      ( Branch_wire ),
   .resultsrc   ( resultsrc_wire ),
   .memwrite    ( memwrite ),
   .alusrc      ( alusrc ),
   .immsrc      ( immsrc ),
   .regwrite    ( regwrite ),
   .aluop       ( aluop_wire ),
   .jump        (  )  
);
endmodule 
module extend (
   instr,
   immsrc,
   immext
);
input       [31:7]    instr;    
input       [1:0]     immsrc;   
output reg  [31:0]    immext;   
always @ (*)
   case(immsrc)
      2'b00: immext = { {20{instr[31]}}, instr[31:20] };                                 
      2'b01: immext = { {20{instr[31]}}, instr[31:25], instr[11:7] };                    
      2'b10: immext = { {20{instr[31]}}, instr[7], instr[30:25], instr[11:8], 1'b0 };    
      2'b11: immext = { {12{instr[31]}}, instr[19:12], instr[20], instr[30:21], 1'b0 };  
      default: immext = 32'bx;                                                           
   endcase
endmodule 
module main_decoder (
   op,
   branch,
   resultsrc,
   memwrite,
   alusrc,
   immsrc,
   regwrite,
   aluop,
   jump
);
input    [6:0]  op;
output          branch;
output   [1:0]  resultsrc;
output          memwrite;
output          alusrc;
output   [1:0]  immsrc;
output          regwrite;
output   [1:0]  aluop;
output          jump;
reg  [10:0]  control_signals;
assign {regwrite, immsrc, alusrc, memwrite, resultsrc, branch, aluop, jump} = control_signals;
always @(*)
begin
   case(op)
      7'b0000011: control_signals = 11'b1_00_1_0_01_0_00_0;  
      7'b0100011: control_signals = 11'b0_01_1_1_00_0_00_0;  
      7'b0110011: control_signals = 11'b1_xx_0_0_00_0_10_0;  
      7'b0010011: control_signals = 11'b1_00_1_0_00_0_10_0;  
      7'b1100011: control_signals = 11'b0_10_0_0_xx_1_01_0;  
      default: control_signals = 11'bx_xx_x_x_xx_x_xx_x;     
   endcase
end
endmodule 
module mux_param
#(
   parameter N     = 2,   
   parameter WIDTH = 32   
)
(
   i,
   s,
   f
);
input   [WIDTH - 1 : 0]      i [N - 1 : 0];   
input   [$clog2(N) - 1 : 0]  s;               
output  [WIDTH - 1 : 0]      f;               
assign f = i[s];
endmodule 
module pc
#(
   parameter WIDTH = 32
)
(
   rst,
   clk,
   en,
   pc,
   pc_next
);
input                    rst;      
input                    clk;      
input                    en;       
output  [WIDTH - 1 : 0]  pc;       
input   [WIDTH - 1 : 0]  pc_next;  
reg     [WIDTH - 1 : 0]  pc_reg;   
assign pc = pc_reg;
always @ (posedge clk or posedge rst)
begin
   if (rst)
      pc_reg   <= 0;
   else if (en)
      pc_reg   <= pc_next;
   else
      pc_reg   <= pc_reg;
end
endmodule 
module reg_file
#(
   parameter WIDTH = 32    
)
(
   clk,
   we3,
   a1,
   a2,
   a3,
   wd3,
   rd1,
   rd2
);
input                         clk;   
input                         we3;   
input   [$clog2(32) - 1 : 0]   a1;   
input   [$clog2(32) - 1 : 0]   a2;   
input   [$clog2(32) - 1 : 0]   a3;   
input   [WIDTH - 1 : 0]       wd3;   
output  [WIDTH - 1 : 0]       rd1;   
output  [WIDTH - 1 : 0]       rd2;   
reg [WIDTH - 1 : 0] x [31 : 0];   
assign rd1 = (a1 != 0) ? x[a1] : 0;
assign rd2 = (a2 != 0) ? x[a2] : 0;
always @(posedge clk)
   if (we3) 
      x[a3] <= wd3;
endmodule 
module riscv
#(
   parameter WIDTH        = 32
)
(
   clk_i,
   rst_i,
   instr_addr_o,
   instr_data_i,
   mem_we_o,
   mem_addr_o,
   mem_data_i,
   mem_data_o
);
input                    clk_i;          
input                    rst_i;          
output  [WIDTH - 1 : 0]  instr_addr_o;   
input   [WIDTH - 1 : 0]  instr_data_i;   
output                   mem_we_o;       
output  [WIDTH - 1 : 0]  mem_addr_o;     
input   [WIDTH - 1 : 0]  mem_data_i;     
output  [WIDTH - 1 : 0]  mem_data_o;     
wire   [WIDTH - 1 : 0]  pc_next_wire;
wire   [WIDTH - 1 : 0]  pc_wire;
wire                    PCSrc_wire;
wire   [WIDTH - 1 : 0]  SrcB_wire;
wire   [WIDTH - 1 : 0]  ALUResult_wire;
wire   [WIDTH - 1 : 0]  PCPlus4_wire;
wire   [WIDTH - 1 : 0]  ImmExt_wire;
wire   [WIDTH - 1 : 0]  PCTarget_wire;
wire   [WIDTH - 1 : 0]  rd1_wire;
wire   [WIDTH - 1 : 0]  rd2_wire;
wire   [1:0]       ImmSrc_wire;
wire               RegWrite_wire;
wire               MemWrite_wire;
wire               ALUSrc_wire;
wire   [2:0]       ALUControl_wire;
wire               Zero_wire;
wire               ResultSrc_wire;
wire   [WIDTH - 1 : 0]  Result_wire;
wire   [WIDTH - 1 : 0]  pc_mux_input_wire [1:0];
wire   [WIDTH - 1 : 0]  alusrc_mux_input_wire [1:0];
wire   [WIDTH - 1 : 0]  resultsrc_mux_input_wire [1:0];
assign instr_addr_o                 = pc_wire;         
assign mem_data_o                   = rd2_wire;        
assign mem_addr_o                   = ALUResult_wire;  
assign mem_we_o                     = MemWrite_wire;   
assign pc_mux_input_wire[0]         = PCPlus4_wire;
assign pc_mux_input_wire[1]         = PCTarget_wire;
assign alusrc_mux_input_wire[0]     = rd2_wire;
assign alusrc_mux_input_wire[1]     = ImmExt_wire;
assign resultsrc_mux_input_wire[0]  = ALUResult_wire;
assign resultsrc_mux_input_wire[1]  = mem_data_i;
mux_param #(
   .N       ( 2 ),
   .WIDTH   ( WIDTH )
) pc_mux (
   .i       ( pc_mux_input_wire ),
   .s       ( PCSrc_wire ),
   .f       ( pc_next_wire )
);
mux_param #(
   .N       ( 2 ),
   .WIDTH   ( WIDTH )
) alusrc (
   .i       ( alusrc_mux_input_wire ),
   .s       ( ALUSrc_wire ),
   .f       ( SrcB_wire )
);
mux_param #(
   .N       ( 2 ),
   .WIDTH   ( WIDTH )
) resultsrc (
   .i       ( resultsrc_mux_input_wire ),
   .s       ( ResultSrc_wire ),
   .f       ( Result_wire )
);
pc #(
   .WIDTH      ( WIDTH )
) program_cntr (
   .rst        ( rst_i ),
   .clk        ( clk_i ),
   .en         ( 1'b1 ),          
   .pc         ( pc_wire ),
   .pc_next    ( pc_next_wire )
);
adder #(
   .WIDTH      ( WIDTH )
) pc_plus_four (
   .a          ( pc_wire ),
   .b          ( 32'd4 ),
   .s          ( PCPlus4_wire )
);
adder #(
   .WIDTH   ( WIDTH )
) pc_target (
   .a       ( pc_wire ),
   .b       ( ImmExt_wire ),
   .s       ( PCTarget_wire )
);
extend extnd(
   .instr   ( instr_data_i[31:7] ),
   .immsrc  ( ImmSrc_wire ),
   .immext  ( ImmExt_wire )
);
reg_file #(
   .WIDTH   ( WIDTH )
) register_file (
   .clk     ( clk_i ),
   .we3     ( RegWrite_wire ),
   .a1      ( instr_data_i[19:15] ),
   .a2      ( instr_data_i[24:20] ),
   .a3      ( instr_data_i[11:7] ),
   .wd3     ( Result_wire ),
   .rd1     ( rd1_wire ),
   .rd2     ( rd2_wire )
);
alu #(
   .WIDTH      ( WIDTH )
) alu (
   .a          ( rd1_wire ),
   .b          ( SrcB_wire ),
   .alucontrol ( ALUControl_wire ),
   .result     ( ALUResult_wire ),
   .zero       ( Zero_wire )
);
ctrl_unit control_unit (
   .op          ( instr_data_i[6:0] ),
   .funct3      ( instr_data_i[14:12] ),
   .funct7b5    ( instr_data_i[30] ),
   .zero        ( Zero_wire ),
   .pcsrc       ( PCSrc_wire ),
   .resultsrc   ( ResultSrc_wire ),
   .memwrite    ( MemWrite_wire ),
   .alucontrol  ( ALUControl_wire ),
   .alusrc      ( ALUSrc_wire ),
   .immsrc      ( ImmSrc_wire ),
   .regwrite    ( RegWrite_wire )
);
endmodule 
[flow/run.sh]
#!/bin/bash
# OpenROAD 26Q1-2900-gdf79404cd8, Yosys 0.63+post, stock flow scripts
make -C /OpenROAD-flow-scripts/flow DESIGN_CONFIG=/design/flow/config.mk WORK_HOME=/design/flow/orfs finish
[flow/config.mk]
export PLATFORM = sky130hd
export DESIGN_NAME = riscv
export DESIGN_NICKNAME = riscv
export VERILOG_FILES = /design/flow/design.v
export SDC_FILE = /design/flow/constraint.sdc
export NUM_CORES = 4
export LEC_CHECK = 1
export CORE_UTILIZATION = 40
export SYNTH_HDL_FRONTEND = slang
[flow/constraint.sdc]
current_design riscv

set clk_period 23.2
set clk_io_pct 0.2

create_clock -name clk0 -period $clk_period [get_ports {clk_i}]

set non_clock_inputs [all_inputs -no_clocks]
set_input_delay [expr $clk_period * $clk_io_pct] -clock clk0 $non_clock_inputs
set_output_delay [expr $clk_period * $clk_io_pct] -clock clk0 [all_outputs]
==> flow_metrics.py <==
# Synthesis and PnR figures
metrics = {
    "drt": {
        "antenna_cells": 0,
        "wl_mm": 188,
        "via_per_inst": 6.21,
        "first_pass_iters": 8,
        "ant_nets": 0,
        "initialDrtViolationCount": 2624,
        "drcViolationCount": 0,
        "vias": 36800,
        "wl_per_cell_um": 31.8,
    },
    "finish": {
        "syn2layout_area_growth_pct": 14.0,
        "layoutNonFillerInstCount": 5921,
        "stdcell_area_um2": 64700,
        "largest_register_ffs": 1024,
        "drive_gt1_frac": 0.227,
    },
    "run": {
        "warning_count": 89,
        "cap_violations": 0,
    },
    "floorplan": {
        "core_um2": 140000,
        "fp_util": 0.405,
        "die-height_um": 379,
        "die_w_um": 379,
        "dieArea_um2": 143000,
        "pin_count": 163,
        "rows": 137,
    },
    "clocking": {
        "clockRootBuffer": "clkbuf_16",
        "cts_sinks": 1056,
        "numCtsBuffers": 107,
        "ctsResizeCount": 0,
        "clock_latency_ns": 0.76,
        "cts.clk_slew.worst_paths_ns": 0.06,
        "postCtsHoldBufs": 0,
        "post_cts_buffers": 0,
        "clock_path_buffers": 3,
        "cts_tree": "done",
        "htree_levels": 3,
    },
    "critical_path": {
        "cp_slowest_cell": "buf_4",
        "endpoint_kind": "output port",
        "cp.arrival_ns": 12.35,
        "critPathMaxStageDelay_ns": 0.70,
        "cp_data_required_time_ns": 18.56,
        "timing.critical_path.buf_inv": 8,
        "cp_top_family": "buffers and inverters",
        "critPathLaunchType": "input pin",
        "cpMostUsedCell": "buf_4",
        "path_cells": "buf_4 > or2_4 > buf_4 > buf_4 > buf_4 > o221ai_1 > o22ai_1 > nor3b_1 > o21ai_0 > buf_4 > o21a_1 > ha_1 > inv_1 > or4b_1 > a311o_1 > a2111oi_0 > o21ai_0 > o31ai_1 > xnor2_1 > o21ai_0 > buf_4 > clkdlybuf4s50_1",
        "crit_type": "input pin to output port",
        "crit_fanout": 43,
    },
    "grt": {
        "grt_max_degree": 86,
        "grt_remaining_overflow": 0,
        "grt_pass1_wl_mm": 269,
        "track_usage": 0.288,
        "first_global_vias": 38500,
        "antenna_found_initial": 3,
    },
    "logic_synthesis": {
        "yosys-top-cells-area": "edfxtp_1 (54%), mux4_2 (18%), mux2i_1 (4.0%)",
        "ys_area_um2": 56800,
        "yosysUniqueCellTypes": 82,
        "most_common_cell": "edfxtp_1",
        "enable_flop_cells": 1024,
        "postSynthAreaPerCell_um2": 14.9,
        "ys.flops": 1056,
        "synthFlopType": "edfxtp_1",
        "ys_cells": 3808,
        "syn_inst": 3808,
        "syn_area_um2": 56800,
        "yosysWarnings": 0,
        "yosysSeqAreaShare": 0.556,
        "top_cell_area_share": 0.542,
        "top_cells_by_count": "edfxtp_1 (1024), mux4_2 (448), a21oi_1 (242)",
        "async_reset_ff_frac": 0.0303,
        "largest_area_cell": "edfxtp_1",
    },
    "timing": {
        "max_freq_mhz": 58.9,
        "relSlewSlack": 0.329,
        "drv_slew": 0,
        "rsz0062_at_grt": "no",
        "skew_ns": 0.0562,
        "period_used_share": 0.732,
        "fin_tns_setup_ns": 0,
        "layout_setup_ws_ns": 6.21,
        "finalSetupViolCount": 0,
        "hold_violations": 0,
        "worst_pin_slew_ns": 1.00,
        "min_period_ns": 16.99,
    },
    "placement": {
        "placed_cells_incl_taps": 5722,
        "pre_cts_ws_ns": 6.36,
        "routabilityCongestion": 1.03,
        "port_buffers": 162,
        "dpl.hpwl_mm": 116,
        "dpl-instance-area_um2": 61100,
    },
    "min_path": {
        "hp-class": "flip-flop to flip-flop",
    },
    "power": {
        "leakagePower_nw": 22.0,
        "powerDensity_nw_per_um2": 71.8,
        "ir_drop_mv": 0.0581,
    },
    "run_status": {
        "outcome": "complete, no violations",
    },
}
## cell usage in the layout (no fill, tap or decap), drive strengths merged, types with 125 or more instances in the layout
| master | Yosys | final |
|---|---|---|
| nand2 | 143 | 143 |
| inv | 155 | 160 |
| nor2 | 125 | 125 |
| mux4 | 448 | 448 |
| o21ai | 185 | 185 |
| edfxtp | 1024 | 1024 |
| buf | 74 | 154 |
| clkdlybuf4s50 | 0 | 152 |
| mux2i | 229 | 229 |
| a21oi | 243 | 243 |
| ha | 127 | 127 |
## power by group
part	total (mW)	internal (mW)	leakage [nW]	switching, mW
logic	0.751	0.299	10.7	0.452
registers	2.13	2.13	9.56	0.00812
clock network	1.76	0.998	1.73	0.764
## logic make-up (layout without fill, tap and decap cells)
logic type,Yosys count,count (layout),share of synthesized area
DFF,1056,1056,0.556
AOI/OAI and AO/OA,783,783,0.0866
muxes,768,768,0.236
and+or+nand+nor,568,568,0.0511
buffers and inverters,423,660,0.0289
adders and majority gates,130,130,0.0291
xor gates and xnor gates,80,80,0.0123
## routing by layer
metal,vias up,GRT usage,part of all wire
li1,15700,-,-
met1,18200,0.351,0.33
met2,2436,0.411,0.45
met3,392,0.219,0.18
met4,19,0.0730,0.033
met5,-,0.0343,0.0036
## path summary, 6_finish.rpt
| check | cells after the start | endpoint | slack [ns] | startpoint |
|---|---|---|---|---|
| setup / recovery | 22 | mem_addr_o[29] | 6.21 | instr_data_i[22] |
| hold / removal | 1 | program_cntr.pc[0] | 0.59 | program_cntr.pc[0] |
| setup reg to reg | 23 | program_cntr.pc[15] | 15.84 | register_file.x[3][3] |
| hold reg to reg | 1 | program_cntr.pc[0] | 0.59 | program_cntr.pc[0] |
| max in group asynchronous | 3 | program_cntr.pc[23] | 18.57 | rst_i |
| min in group asynchronous | 3 | program_cntr.pc[0] | 4.30 | rst_i |
## per-stage QoR
| step | hold slack [ns] | power (mW) | util |
|---|---|---|---|
| 4_1_cts | 0.600 | 4.67 | 0.462 |
| 5_1_grt | 0.605 | 4.80 | 0.462 |
| 3_3_place_gp | 0.581 | 2.92 | 0.436 |
| 6_report | 0.590 | 4.65 | 0.462 |
| 3_5_place_dp | 0.588 | 2.92 | 0.436 |
| 2_1_floorplan | 0.488 | 2.61 | - |
## area by class of cell
cell class / count / area, um^2
clock inverters: 78 / 851
inverters: 155 / 582
fillers: 12100 / 75500
well taps: 1876 / 2350
multi-input cells: 2329 / 23900
clock buffers: 121 / 2730
flip-flops and latches: 1056 / 31600
repair buffers: 306 / 2720
Power figures rest on the tool's default switching activity, not on a simulated workload.
